`flow/run.sh`:
```
#!/bin/bash
# OpenROAD 26Q1-2900-gdf79404cd8, Yosys 0.63+post, stock flow scripts
make -C /OpenROAD-flow-scripts/flow DESIGN_CONFIG=/design/flow/config.mk WORK_HOME=/design/flow/orfs finish
```
`flow/config.mk`:
```
export PLATFORM = sky130hd
export DESIGN_NAME = traffic_light_controller
export DESIGN_NICKNAME = traffic_light_controller
export VERILOG_FILES = /design/flow/design.v
export SDC_FILE = /design/flow/constraint.sdc
export NUM_CORES = 4
export LEC_CHECK = 1
export CORE_AREA = 10 10 76 76
export DIE_AREA = 0 0 86 86
```
`flow/constraint.sdc`:
```
current_design traffic_light_controller

set clk_period 3.3
set clk_io_pct 0.2

create_clock -name clk0 -period $clk_period [get_ports {clk}]

set non_clock_inputs [all_inputs -no_clocks]
set_input_delay [expr $clk_period * $clk_io_pct] -clock clk0 $non_clock_inputs
set_output_delay [expr $clk_period * $clk_io_pct] -clock clk0 [all_outputs]
```
`flow/design.v`:
```
module traffic_light_controller(clk, reset, light_m1, light_m2, light_mT, light_s);
    input clk, reset;
    output reg [2:0] light_m1;
    output reg [2:0] light_m2;
    output reg [2:0] light_mT;
    output reg [2:0] light_s;
    parameter s1 = 0,    
              s2 = 1,    
              s3 = 2,    
              s4 = 3,    
              s5 = 4,    
              s6 = 5;    
    parameter sec7 = 7,
              sec5 = 5,
              sec3 = 3,
              sec2 = 2;
    reg [3:0] count;     
    reg [2:0] ps;        
    always @(posedge clk or posedge reset) begin
        if (reset == 1) begin
            ps <= s1;           
            count <= 0;
        end
        else begin
            case (ps)
                s1: if (count <= sec7) begin
                        ps <= s1;
                        count = count + 1;
                    end else begin
                        ps <= s2;
                        count <= 0;
                    end
                s2: if (count <= sec2) begin
                        ps <= s2;
                        count = count + 1;
                    end else begin
                        ps <= s3;
                        count <= 0;
                    end
                s3: if (count <= sec5) begin
                        ps <= s3;
                        count = count + 1;
                    end else begin
                        ps <= s4;
                        count <= 0;
                    end
                s4: if (count <= sec2) begin
                        ps <= s4;
                        count = count + 1;
                    end else begin
                        ps <= s5;
                        count <= 0;
                    end
                s5: if (count <= sec5) begin
                        ps <= s5;
                        count = count + 1;
                    end else begin
                        ps <= s6;
                        count <= 0;
                    end
                s6: if (count <= sec2) begin
                        ps <= s6;
                        count = count + 1;
                    end else begin
                        ps <= s1;    
                        count <= 0;
                    end
                default: ps <= s1;
            endcase
        end
    end
    always @(ps) begin
        case (ps)
            s1: begin
                light_m1 = 3'b001;  
                light_m2 = 3'b001;  
                light_mT = 3'b100;  
                light_s  = 3'b100;  
            end
            s2: begin
                light_m1 = 3'b001;  
                light_m2 = 3'b010;  
                light_mT = 3'b100;  
                light_s  = 3'b100;  
            end
            s3: begin
                light_m1 = 3'b001;  
                light_m2 = 3'b100;  
                light_mT = 3'b001;  
                light_s  = 3'b100;  
            end
            s4: begin
                light_m1 = 3'b010;  
                light_m2 = 3'b100;  
                light_mT = 3'b010;  
                light_s  = 3'b100;  
            end
            s5: begin
                light_m1 = 3'b100;  
                light_m2 = 3'b100;  
                light_mT = 3'b100;  
                light_s  = 3'b001;  
            end
            s6: begin
                light_m1 = 3'b100;  
                light_m2 = 3'b100;  
                light_mT = 3'b100;  
                light_s  = 3'b010;  
            end
        endcase
    end
endmodule
```
==> Slide: Implementation Results <==
Key Metrics from the Run

Final timing
  • Tmin final: 1.65 ns
  • Total Neg Setup Slack: 0 ns
  • Setup violators final: 0
  • Fin crit share: 49.9%
  • Hold WS: 0.570 ns
  • Final slew viol count: 0
  • Register pins left without a clock: 12
  • Endpoints left unconstrained: 24
  • Fmax: 607 MHz
  • Worst-margin pin slew: 0.389 ns
  • Setup Skew: 0.000934 ns
  • Final WS setup: 1.65 ns
  • Slew margin rel.: 74.1%
  • Final hold vios: 0
  • RSZ-0062 raised after global routing: no

Floorplanning
  • Row count: 23
  • Horiz. Die Dim: 86 um
  • IO Pins: 14
  • Core area: 4120 um^2
  • Die Y: 86 um
  • Floorplan core density: 20.4%
  • Die Size: 7400 um^2

Final layout
  • Fillers: 424
  • Area Overhead vs Synth: 24.4%
  • Layout cells sized above 1: 19.3%
  • Fin util: 25.4%

Placed design
  • RePlAce Congestion: 0.857
  • Port bufs: 13
  • Hpwl dp: 1.17 mm
  • Dpl ws: 1.69 ns

Global route
  • Vias in the first global route: 606
  • Largest net degree at the start of global routing: 13
  • First-pass GRT wire length: 2.73 mm
  • Antenna violations before repair: 0
  • Gr usage total: 4.29%
  • Grt ovf: 0

Clock tree
  • Hold-fix buffers at CTS: 0
  • CTS Buffer Depth: 2
  • Root Buffer: clkbuf_8
  • Clock-pin slew on the worst setup and hold paths: 0.05 ns
  • Inserted Clock Buffers: 3
  • CTS tree: done
  • Post-CTS Setup Inserts: 0
  • Clk latency of the worst-skew pair: 0.23 ns
  • H-tree levels: 1
  • Post-CTS sizing: 0

Setup path
  • Worst Path Class, Setup: reg2reg
  • Worst R2R Setup Slack: 1.65 ns
  • Worst Path Required: 3.39 ns
  • Crit. End Element: register
  • Arr. time, crit path: 1.74 ns
  • Worst setup startpoint: count[0]
  • Critical Path Sink: count[1]
  • CP max FO: 5
  • RR Endpoint: count[1]
  • Critical path launch point type: register
  • Reg2reg start: count[0]
  • R2R cell count: 5

Synth
  • Main logic family: AND-OR/OR-AND gates
  • Distinct lib cells used: 33
  • Multiplexer share: 0%
  • Top cells by area: dfrtp_1 27%, dlxtn_1 21%, ha_1 6.0%, dfstp_2 3.1%, inv_1 3.1%
  • Avg Synthesized Cell Area: 10.6 um^2
  • Post-synth EDFFs: 0
  • Synth top area share: 26.8%
  • Post-synthesis xor/xnor area fraction: 0%
  • Compound Share, Synth: 17.1%
  • Yosys simple share: 17.0%
  • YS chip area: 841 um^2
  • Async SR Flop Fraction: 45.5%
  • Mapped cell area: 841 um^2
  • Flops out of synthesis: 22
  • Dominant flop cell: dlxtn_1
  • Adder Area Share: 5.95%
  • Cells after Synth: 79
  • Yosys cell count: 79
  • Synth warn: 1
  • Largest area contributor in the synthesized netlist: dfrtp_1

Power and ir drop
  • Sequential power share: 44.6%
  • Tot Pwr: 276 uW
  • Max IR drop VDD: 0.0000818 V
  • Leak: 0.479 nW
  • Combinational share of power: 1.3%
  • Switch share: 17.1%
  • Clock power share: 54.1%
  • Psw: 47.0 uW
  • PD cells: 264 nW/um^2
  • Internal power: 229 uW

Routing
  • Drt initial violations: 49
  • # diodes: 0
  • DRC violations left: 0
  • Post-Route WL: 1.59 mm
  • Vias per inst: 4.22
  • Routed WL per cell: 11.5 um
  • DRT antenna net count: 0
  • DR pass1 iterations: 2
  • Total vias in the final route: 582

Run
  • Max Cap Violations: 0
  • OpenROAD warning count: 28

Outcome
  • Status: finished clean

Worst hold path
  • Hold Crit Class: reg2reg
  • Min-delay src: count[0]
[routing by layer]
layer	vias up	GRT usage [%]	wire length [um]
met5	-	0	0
met4	0	0.749	17
met3	2	1.72	111
met2	12	7.03	707
met1	279	5.22	750
li1	289	-	-
[cells by family (layout without fill, tap and decap cells)]
kind of cell | after synthesis | in the layout
AND-OR/OR-AND | 15 | 15
adder cells (fa/ha/maj) | 4 | 4
buffers and inverters | 16 | 25
flip-flops | 10 | 10
latches | 12 | 12
AND/OR/NAND/NOR | 22 | 22
[power groups by stage]
stage	sequential (mW)	combinational, mW	clock, mW
CTS	0.123	0.00384	0.154
global route	0.123	0.00430	0.161
finish	0.123	0.00358	0.149
[layout by cell type (no fill, tap or decap), drive strengths merged]
cell and instances:
nand3b 1, clkdlybuf4s50 13, or4 1, o32a 1, clkbuf 4, or2 4, nor3b 1, nand2 1
o211ai 1, dfrtp 9, and2 1, nor4 1, inv 8, o221ai 1, or3 2, o41a 1
a211o 1, nand4b 1, a22oi 1, o22ai 1, a22o 5, dlxtn 12, nor2b 1, o21bai 1
ha 4, nor3 1, dfstp 1, a221oi 1, o2bb2ai 1, nand3 1, nor2 6
[cell type report]
| class | count | area, um^2 | area share (%) |
|---|---|---|---|
| Sequential cell | 22 | 432 | 41.3 |
| Multi-Input combinational cell | 41 | 337 | 32.2 |
| Timing Repair Buffer | 13 | 130 | 12.4 |
| Tap cell | 50 | 62.6 | 5.98 |
| Clock buffer | 4 | 55.1 | 5.26 |
| Inverter | 8 | 30.0 | 2.87 |
[cell usage after synthesis (all sizes together), types with 2 or more instances]
| master | number |
|---|---|
| dlxtn | 12 |
| dfrtp | 9 |
| inv | 8 |
| clkbuf | 6 |
| nor2 | 6 |
| a22o | 5 |
| ha | 4 |
| or2 | 4 |
| dlygate4sd3 | 2 |
| or3 | 2 |
[worst min-delay path by stage]
stage                       to  slack, ns  cells after the start
after CTS             count[0]       0.56                      1
after global routing  count[0]       0.60                      1
final                 count[0]       0.57                      1
[per-stage QoR]
| stage | std cells | cell area [um^2] |
|---|---|---|
| 2_1_floorplan | 79 | 841 |
| 5_1_grt | 138 | 1050 |
| 4_1_cts | 138 | 1050 |
| 6_report | 138 | 1050 |
| 3_5_place_dp | 134 | 991 |
| 3_3_place_gp | 134 | 991 |
[flip-flops by register name, indices dropped and copies added (netlist names)]
register,count
ps,6
light_m1,3
light_mT,3
light_m2,3
count,4
light_s,3
[critical path: stages (launching register included)]
cell and delay (ns):
dfrtp_1 0.41, inv_1 0.10, ha_1 0.21, nor3b_1 0.32, o32a_1 0.31, o221ai_1 0.15
No activity file was given, so power comes from the tool's default toggle rates.
